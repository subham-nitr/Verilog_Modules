**design/flow/constraint.sdc**
```tcl
current_design counter

set clk_period 2.3
set clk_io_pct 0.2

create_clock -name clk0 -period $clk_period [get_ports {clk}]

set non_clock_inputs [all_inputs -no_clocks]
set_input_delay [expr $clk_period * $clk_io_pct] -clock clk0 $non_clock_inputs
set_output_delay [expr $clk_period * $clk_io_pct] -clock clk0 [all_outputs]
```
**design/flow/config.mk**
```make
export PLATFORM = sky130hd
export DESIGN_NAME = counter
export DESIGN_NICKNAME = counter
export VERILOG_FILES = /design/flow/design.v
export SDC_FILE = /design/flow/constraint.sdc
export NUM_CORES = 4
export LEC_CHECK = 1
export CORE_AREA = 10 10 70 70
export DIE_AREA = 0 0 80 80
```
**design/flow/design.v**
```verilog
module counter (clk,clr,count);
input clk,clr;
output reg[N-1:0] count;
parameter N = 8;
always @(negedge clk)
begin 
if (clr) count <= 0;
else count <= count+1;
end
endmodule
```
**design/flow/run.sh**
```bash
#!/bin/bash
# OpenROAD 26Q1-2900-gdf79404cd8, Yosys 0.63+post, stock flow scripts
make -C /OpenROAD-flow-scripts/flow DESIGN_CONFIG=/design/flow/config.mk WORK_HOME=/design/flow/orfs finish
```
==> job_summary.md <==
### Flow metrics

| Metric | Value |
|---|---|
| Crit path required time | `1.84 ns` |
| Slack of the critical path | `-0.04461 ns` |
| Met3 WL | `121 um` |
| R2R cell count | `5` |
| Cell total after placement | `96` |
| CP Launch Point | `count[3]$_SDFF_NP0_` |
| Worst slew margin | `81.69%` |
| Die Height | `80 um` |
| Leakage | `0.2492 nW` |
| Syn_area_per_cell | `9.126 um2` |
| Die width | `80 um` |
| Area grow syn2layout | `71.77%` |
| Max-cap violation count | `0` |
| Worst hold path depth | `2` |
| Via density | `2.887` |
| Initial antenna violation count | `0` |
| I/O Buffers | `9` |
| Crit Path Max Fanout | `2` |
| Row count | `21` |
| Seq share, synth | `51.61%` |
| Max-slew violations | `0` |
| Status | `complete, but fails checks` |
| Peak VDD IR | `0.3143 mV` |
| Flops out of synthesis | `8` |
| RSZ-0062 raised after global routing | `yes` |
| Synthesis area per yosys | `310.3 um2` |
| Worst-path clk slew | `0.03 ns` |
| Most flops, register | `count` |
| Cell Type Count | `15` |
| Number of diodes | `0` |
| WL final | `827 um` |
| M1 wire length | `425 um` |
| Clk sinks | `8` |
| Vias in the first global route | `347` |
| Fin Setup TNS | `-0.2739 ns` |
| Syn Std Cell Area | `310.3 um2` |
| Ys cells | `34` |
| Final setup viols | `8` |
| FP Core Util | `9.084%` |
| CTS buffer count | `3` |
| CP endpoint kind | `output port` |
| Arr. time, crit path | `1.88 ns` |
| Tool warnings | `35` |
| DRC | `0` |
| DR WL/cell | `7.802 um` |
| Setup Skew | `0.008034 ns` |
| Register area | `170.2 um2` |
| Die area | `6400 um2` |
| Startpoint types | `register` |
| Biggest regs | `count (8)` |
| Post-DP HPWL | `634.9 um` |
| Final hold vios | `0` |
| Share of cells above drive strength 1 | `46.67%` |
| Largest net degree at the start of global routing | `9` |
| CTS tree | `built` |
| Worst min-delay path class | `reg2reg` |
| Critical Path Slowest Stage Cell | `dfxtp_2` |
| IO Pins | `10` |
| R2R setup slack | `1.04 ns` |
| ANT nets after route | `0` |
| Syn Inst Count | `34` |
| Ys Warns | `1` |
| Overflow after GRT | `0` |
| Root buffer cell | `clkbuf_4` |
| CTS Buffer Depth | `2` |
| Via Count | `306` |
| Worst-Margin Slew | `0.2738 ns` |
| First-pass DRT Iterations | `3` |
| PwrDens | `616.0 nW/um2` |
| Post-route insts no fill | `106` |
| GRT Overall Usage | `2.953%` |
| Min-Delay Endpoint | `count[0]$_SDFF_NP0_` |
| Hold Buf Count CTS | `0` |
| Largest delay contributor family on the critical path | `flip-flops` |
| Gpl congestion | `0.6832` |
| Bufs and invs on worst path | `1` |
| Core area | `3416 um2` |
| Worst R2R Start | `count[1]$_SDFF_NP0_` |
| Layout fillers | `393` |
| DR WL met2 | `274 um` |
| Worst Hold Launch | `count[0]$_SDFF_NP0_` |
| RR Endpoint | `count[6]$_SDFF_NP0_` |
| DR top layer | `met4` |
| First-pass GRT wire length | `1.462 mm` |
| CTS H-tree lvls | `1` |
| Failing checks | `setup timing` |
| Max reg flops | `8` |
| Drt initial violations | `7` |
| Max incr delay on CP | `0.32 ns` |
| Latest clock arrival within the worst-skew pair | `0.32 ns` |
| Crit-path cells | `buf_2` |
| Logic area | `142.6 um2` |
| Worst Path Class, Setup | `reg2out` |
-- synthesized netlist by cell type, drive strengths merged --
| master | instances | area share (%) |
|---|---|---|
| nand2 | 2 | 2.4 |
| nor2b | 1 | 2.0 |
| xor2 | 2 | 5.6 |
| or3 | 3 | 6.0 |
| a21oi | 3 | 4.8 |
| inv | 1 | 1.2 |
| ha | 1 | 4.0 |
| dfxtp | 8 | 52 |
| xnor2 | 1 | 2.8 |
| nor2 | 4 | 4.8 |
| o21ai | 3 | 4.8 |
| nand4 | 1 | 2.0 |
| clkbuf | 1 | 1.2 |
| nand3 | 3 | 6.5 |
-- per-layer routing --
| metal | up-vias | track usage (%) |
|---|---|---|
| li1 | 169 | - |
| met1 | 123 | 3.631 |
| met2 | 12 | 3.130 |
| met3 | 2 | 3.068 |
| met4 | 0 | 1.232 |
| met5 | - | 0 |
-- stage by stage --
stage	util, %	setup WS [ns]	hold slack, ns	power, mW	cell area, um2
global placement	15.05	-0.1478	0.5224	0.2004	514.2
finish	15.60	-0.04461	0.5045	0.3284	533.0
CTS	15.57	-0.05649	0.5081	0.3384	531.8
detailed placement	15.05	-0.1525	0.5253	0.2004	514.2
floorplan	-	0.2960	0.4132	0.1817	310.3
global route	15.60	-0.1008	0.5319	0.3624	533.0
-- cells by family (layout without fill, tap and decap cells) --
| logic type | after synthesis | after routing | share of synthesized area [%] |
|---|---|---|---|
| compound gates | 6 | 6 | 9.675 |
| xor+xnor | 3 | 3 | 8.469 |
| fa+ha+maj | 1 | 1 | 4.032 |
| buf+inv | 2 | 28 | 2.417 |
| flops | 8 | 8 | 51.61 |
| simple gates | 14 | 14 | 23.79 |
-- worst max path at each step --
stage | depth (start not counted) | to | slack, ns
global route | 1 | count[1] | -0.10
CTS | 1 | count[3] | -0.06
finish | 1 | count[3] | -0.04
-- where the power goes --
| part | switching [mW] | internal, mW |
|---|---|---|
| clock network | 0.0790 | 0.0784 |
| logic | 0.00996 | 0.0136 |
| registers | 0.00209 | 0.145 |
| total | 0.0910 | 0.237 |
-- cells in the final DEF (no fill, tap or decap), drive strengths merged --
cell type / instances
dfxtp: 8
nand4: 1
or3: 3
nor2b: 1
clkdlybuf4s50: 1
buf: 16
clkbuf: 3
a21oi: 3
xor2: 2
xnor2: 1
nor2: 4
nand2: 2
inv: 8
o21ai: 3
nand3: 3
ha: 1
-- what timing repair did --
action,in CTS,in global routing
pin swaps,0,0
resized,32,1
setup endpoints to repair,8,8
setup buffers,0,0
-- layout make-up --
| cell class | count | share of cell area (%) |
|---|---|---|
| sequential | 8 | 31.92 |
| clock inverter | 8 | 5.634 |
| tap | 46 | 10.80 |
| timing repair buffer | 17 | 20.66 |
| clock buffer | 3 | 4.225 |
| multi-input combinational | 24 | 26.76 |
Power figures rest on the tool's default switching activity, not on a simulated workload.
