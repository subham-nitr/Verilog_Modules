### flow/config.mk
export PLATFORM = sky130hd
export DESIGN_NAME = top_module
export DESIGN_NICKNAME = top_module
export VERILOG_FILES = /design/flow/design.v
export SDC_FILE = /design/flow/constraint.sdc
export NUM_CORES = 4
export LEC_CHECK = 1
export CORE_AREA = 10 10 105 105
export DIE_AREA = 0 0 115 115
### flow/constraint.sdc
current_design top_module

set clk_period 4.3
set clk_io_pct 0.2

create_clock -name clk0 -period $clk_period [get_ports {clk}]

set non_clock_inputs [all_inputs -no_clocks]
set_input_delay [expr $clk_period * $clk_io_pct] -clock clk0 $non_clock_inputs
set_output_delay [expr $clk_period * $clk_io_pct] -clock clk0 [all_outputs]
### flow/design.v
module top_module(
    input clk,
    input reset,
    input ena,
    output reg pm,
    output [7:0] hh,
    output [7:0] mm,
    output [7:0] ss
); 
    wire [3:0] enaw;
    assign enaw = {
        (mm == 8'h59 && ss == 8'h59),
        (ss == 8'h59),
        (mm[3:0] == 4'd9 && ss == 8'h59),
        (ss[3:0] == 4'd9 && ena)
    };
    decade_counterh h2 (clk, reset, enaw[3], hh);
    decade_counter m0 (clk, reset, enaw[2], mm[3:0]);
    decade_counter3 m1 (clk, reset, enaw[1], mm[7:4]);
    decade_counter s0 (clk, reset, ena, ss[3:0]);
    decade_counter3 s1 (clk, reset, enaw[0], ss[7:4]);
    always @(posedge clk) begin
        if (reset)
            pm <= 0;
        else if (enaw[3] && hh == 8'h11)  
            pm <= ~pm;
    end
endmodule
module decade_counter(
    input clk,
    input reset,
    input ena,
    output reg [3:0] q
);
    always @(posedge clk) begin
        if (reset)
            q <= 4'b0;
        else if (q == 4'd9 && ena)
            q <= 4'b0;
        else if (ena)
            q <= q + 4'b1;
    end
endmodule
module decade_counterh(
    input clk,
    input reset,
    input ena,
    output reg [7:0] Q
);
    reg [3:0] q;
    initial q <= 4'd1;
    always @(posedge clk) begin
        if (reset)
            q <= 4'd12;
        else if (q == 4'd12 && ena)
            q <= 4'd1;
        else if (ena)
            q <= q + 4'd1;
    end
    always @* begin
        case (q)
            4'd1: Q = 8'h01;
            4'd2: Q = 8'h02;
            4'd3: Q = 8'h03;
            4'd4: Q = 8'h04;
            4'd5: Q = 8'h05;
            4'd6: Q = 8'h06;
            4'd7: Q = 8'h07;
            4'd8: Q = 8'h08;
            4'd9: Q = 8'h09;
            4'd10: Q = 8'h10;
            4'd11: Q = 8'h11;
            4'd12: Q = 8'h12;
            default: Q = 8'h00;
        endcase
    end
endmodule
module decade_counter3(
    input clk,
    input reset,
    input ena,
    output reg [3:0] q
);
    always @(posedge clk) begin
        if (reset)
            q <= 4'b0;
        else if (q == 4'd5 && ena)
            q <= 4'b0;
        else if (ena)
            q <= q + 4'b1;
    end
endmodule
### flow/run.sh
#!/bin/bash
# OpenROAD 26Q1-2900-gdf79404cd8, Yosys 0.63+post, stock flow scripts
make -C /OpenROAD-flow-scripts/flow DESIGN_CONFIG=/design/flow/config.mk WORK_HOME=/design/flow/orfs finish
==> run_results.csv <==
group,metric,value,unit
routing,detail_route.wl_per_cell,10.94,um
hold_path,hold_path.class,"flop to flop",
yosys,synthesis.area,1186,um2
finish,layout.cells.most_common,"sky130_fd_sc_hd__clkdlybuf4s50_1",
yosys,postSynthSeqShare,35.44,%
routing,ant_cells,0,
final_timing,tightest_slew,649.6,ps
flow_run,log.warning_count,30,
routing,drc_errors,0,
finish,final_design_area_no_fill,1564,um2
status,run_status,"completed",
final_timing,clock_skew,4.339,ps
clock_network,post_cts_resize_count,0,
final_timing,setup_repair_after_global_routing_missed_its_margin,"no",
finish,layout-drive-gt1-share,6.289,%
routing,route.vias.total,1001,
worst_setup_path,critPathLaunchType,"flop",
routing,detail_route.first_pass.iterations,4,
placed_design,hpwl,2.291,mm
yosys,synth_top_flop_cell,"sky130_fd_sc_hd__dfxtp_1",
floorplanning,floorplan.die.width,115,um
clock_network,cts_sinks,21,
power,power_switching,72.13,uW
power,power.share.combinational,4.7,%
floorplanning,rows,34,
worst_setup_path,crit_path_cell_trace,"inv_1 > ha_1 > nand3_1 > o21ai_0 > clkdlybuf4s50_1",
global_route,grt_first_pass_wirelength,4.836,mm
clock_network,cts_root_buffer,"sky130_fd_sc_hd__clkbuf_8",
yosys,synth-async-reset-ratio,0,%
final_timing,timing.final.crit_share,58.29,%
placed_design,place.gp.congestion,0.7491,
finish,instances_no_fill,267,
worst_setup_path,path_class,"flop to output port",
floorplanning,floorplanUtilization,13.54,%
global_route,grt_pass1_vias,943,
yosys,post_synthesis_cell_type_count,43,
yosys,ys_area,1186,um2
finish,mostFrequentLayoutCells,"sky130_fd_sc_hd__clkdlybuf4s50_1 (24), sky130_fd_sc_hd__dfxtp_1 (21), sky130_fd_sc_hd__nor2_1 (14)",
power,power.switching_fraction,21.03,%
power,p_per_area,219.3,nW/um2
clock_network,postCtsSetupBuffers,0,
global_route,grt_antenna_before_repair,0,
floorplanning,die_height,115,um
placed_design,place.detailed.instances,263,
global_route,gr-max-usage-layer,"met2",
clock_network,cts_htree_levels,1,
final_timing,final_setup_vio_count,0,
floorplanning,coreArea,8763,um2
power,cellInternalPower,270.9,uW
routing,drt-total-wl,2.921,mm
global_route,groute.layer.met3.usage,1.371,%
worst_setup_path,slowest_stage,"sky130_fd_sc_hd__clkdlybuf4s50_1",
worst_setup_path,maximum_fanout_along_the_worst_path,4,
global_route,grt-ovfl-total,0,
power,power.clock.fraction,37.0,%
worst_setup_path,cp_slowest_stage_delay,490,ps
worst_setup_path,critical_path_s_top_delay_family,"buffers and inverters",
final_timing,fmaxAchievable,399.0,MHz
yosys,synthesis.yosys.warnings,4,
floorplanning,pin_count,28,
worst_setup_path,setup.worst_path.end_class,"output port",
clock_network,ctsHoldBuffers,0,
final_timing,max_slew_margin,56.56,%
power,cellLeakagePower,0.5742,nW
power,power_frac_seq,58.2,%
yosys,number_of_flops_mapped_to_enable_cells_by_yosys,0,
finish,syn2layout_area_growth,31.86,%
clock_network,clock_latency_on_the_worst_skew_pair,260,ps
clock_network,cts.path.max_buffers,2,
yosys,synthCells,137,
final_timing,setup_total_negative_slack,0,ps
final_timing,timing.final.max_slew_violations,0,
worst_setup_path,required,3440,ps
global_route,grt_use_met2,6.644,%
final_timing,final_period_minus_worst_setup_slack,2507,ps
yosys,synth.avg_cell_area,8.658,um2
routing,via_per_inst,3.749,
placed_design,io_buffer_count,24,
floorplanning,die-area,13230,um2
global_route,grt_util_all_layers,4.396,%
clock_network,numCtsBuffers,3,
routing,antenna_violating_nets_post_route,0,
worst_setup_path,cp_data_arrival_time,1650,ps
yosys,ys.flops,21,
flow_run,max_cap_violations,0,
global_route,maximum_number_of_pins_on_one_net_before_global_route_repair,18,
global_route,globalRouteMet1Util,6.319,%
yosys,yosys_cells,137,
clock_network,clock_tree_from_tritoncts,"yes",
placed_design,dpl-instance-area,1519,um2
routing,drt_first_iter_violations,49,
power,vdd_ir_drop_max,112.1,uV
clock_network,clk_pin_slew_worst_paths,80,ps
worst_setup_path,path_buffers,2,
final_timing,report.final.hold_viol_count,0,
==> cells by family (layout without fill, tap and decap cells) <==
| kind of cell | after synthesis | in the layout | share of synthesized area [%] |
|---|---|---|---|
| flip-flops | 21 | 21 | 35.44 |
| AND-OR/OR-AND | 29 | 29 | 15.40 |
| AND/OR/NAND/NOR | 55 | 55 | 27.74 |
| adder cells (fa/ha/maj) | 10 | 10 | 10.55 |
| other | 1 | 3 | 0.3162 |
| buffers and inverters | 16 | 36 | 6.750 |
| XOR/XNOR | 4 | 4 | 2.954 |
| multiplexers | 1 | 1 | 0.8439 |
==> cell usage after synthesis, drive strengths merged, types with 2 or more instances <==
master,count,area share [%]
and3b,4,3.2
xnor2,2,1.5
a311oi,2,1.5
nand3b,3,1.9
clkbuf,3,1.1
buf,5,3.2
nor3,4,2.1
nor2,14,4.4
nor2b,2,1.1
or4,3,1.9
inv,8,2.5
a21oi,12,5.1
ha,10,11
a211oi,2,1.3
xor2,2,1.5
nand2b,2,1.1
nand3,7,3.0
nand2,8,2.5
nand4,2,2.3
o21ai,5,2.1
dfxtp,21,35
==> routing by layer <==
metal  share of wire, %  vias up  wire length, um
met5                  0        -                0
met1                 53      454             1536
met3                4.8        2              141
li1                   -      526                -
met4               0.48        0               14
met2                 42       19             1228
==> flip-flops by register name, summed over array words and instances (netlist names) <==
name / count
m0.q: 4
s0.q: 4
m1.q: 4
h2.q: 4
s1.q: 4
pm: 1
==> through the flow <==
| stage | utilization (%) | setup slack, ps | hold slack [ps] | power (mW) |
|---|---|---|---|---|
| after detailed placement | 17.33 | 1870 | 482.8 | 0.2207 |
| after floorplan | - | 2425 | 438.9 | 0.2142 |
| after CTS | 17.85 | 1761 | 495.8 | 0.3488 |
| final | 17.85 | 1793 | 493.7 | 0.3430 |
| after global routing | 17.85 | 1664 | 552.1 | 0.3575 |
| after global placement | 17.33 | 1874 | 472.8 | 0.2204 |
==> power groups by stage <==
stage	registers, mW	logic (mW)	clock network (mW)
6_report	0.200	0.0163	0.127
5_1_grt	0.200	0.0183	0.139
4_1_cts	0.200	0.0167	0.133
==> worst paths after layout <==
path / start / to / slack [ps] / cells past startpoint
max: h2.q[0] / hh[1] / 1790 / 5
min: pm / pm / 490 / 2
max reg2reg: s1.q[0] / pm / 2370 / 5
min reg2reg: pm / pm / 490 / 2
==> worst reg2reg max path, stage by stage, from the launching register on <==
cell and delay, ps:
sky130_fd_sc_hd__dfxtp_1 420, sky130_fd_sc_hd__ha_1 220, sky130_fd_sc_hd__and3b_1 370, sky130_fd_sc_hd__nand4_4 180
sky130_fd_sc_hd__or4_1 530, sky130_fd_sc_hd__a21oi_1 150
==> final cells by class <==
class,count,area [um2]
Clock buffer,4,45.04
Inverter,8,30.03
Sequential cell,21,420.4
Tap cell,108,135.1
Timing Repair Buffer,24,240.2
Multi-Input combinational cell,102,693.2
Fill cell,979,7199
No activity file was given, so power comes from the tool's default toggle rates.
